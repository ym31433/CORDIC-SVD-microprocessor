**config.mk**
```make
export PLATFORM = sky130hd
export DESIGN_NAME = SVD_interface
export DESIGN_NICKNAME = SVD_interface
export VERILOG_FILES = /design/flow/design.v
export SDC_FILE = /design/flow/constraint.sdc
export NUM_CORES = 4
export LEC_CHECK = 1
export CORE_UTILIZATION = 40
```
**constraint.sdc**
```tcl
current_design SVD_interface

set clk_period 18.2
set clk_io_pct 0.2

create_clock -name clk0 -period $clk_period [get_ports {clk}]

set non_clock_inputs [all_inputs -no_clocks]
set_input_delay [expr $clk_period * $clk_io_pct] -clock clk0 $non_clock_inputs
set_output_delay [expr $clk_period * $clk_io_pct] -clock clk0 [all_outputs]
```
**design.v**
```verilog
`timescale 1ns/10ps
module SVD_interface(
    clk,
    rst,
    we,
    oe,
    data_i,
    element_sel,
    ready,
    data_o_UV,
    data_o_S
);
input               clk;
input               rst;
input               we;
input               oe;
input         [1:0] element_sel;
input         [4:0] data_i;
output              ready;
output        [7:0] data_o_UV;
output        [6:0] data_o_S;
wire   signed [7:0] u0;
wire   signed [7:0] u1;
wire   signed [7:0] u2;
wire   signed [7:0] u3;
wire   signed [13:0] s0;
wire   signed [13:0] s1;
wire   signed [13:0] s2;
wire   signed [13:0] s3;
wire   signed [7:0] v0;
wire   signed [7:0] v1;
wire   signed [7:0] v2;
wire   signed [7:0] v3;
wire                next_start;
wire                next_output_bit_sel;
wire                finish;
reg           [2:0] state;
reg           [2:0] next_state;
reg                 start;
reg                 output_bit_sel;
reg           [2:0] element_cnt;
reg           [2:0] next_element_cnt;
reg    signed [9:0] a0_i;
reg    signed [9:0] a1_i;
reg    signed [9:0] a2_i;
reg    signed [9:0] a3_i;
reg    signed [9:0] next_a0_i;
reg    signed [9:0] next_a1_i;
reg    signed [9:0] next_a2_i;
reg    signed [9:0] next_a3_i;
reg           [7:0] data_o_UV_r;
reg           [6:0] data_o_S_r;
parameter STAND_BY   = 3'd0;
parameter DATA_IN    = 3'd1;
parameter CACULATION = 3'd2;
parameter READY      = 3'd3;
parameter DATA_OUT   = 3'd4;
parameter INPUT_0    = 2'd0;
parameter INPUT_1    = 2'd1;
parameter INPUT_2    = 2'd2;
parameter INPUT_3    = 2'd3;
parameter OUTPUT_0   = 2'd0;
parameter OUTPUT_1   = 2'd1;
parameter OUTPUT_2   = 2'd2;
parameter OUTPUT_3   = 2'd3;
cordic COR(
           clk, rst, start, ready,
           a0_i, a1_i, a2_i, a3_i,
           u0,   u1,   u2,   u3  ,
           s0,   s1,   s2,   s3  ,
           v0,   v1,   v2,   v3
);
assign next_start  = (element_cnt == 3'd3 && next_element_cnt == 3'd4)? 1'd1 : 1'd0;
assign next_output_bit_sel = (state == DATA_OUT || state == DATA_IN)? ~output_bit_sel : 1'd0; 
assign finish = (state == DATA_OUT && element_sel == OUTPUT_3 && output_bit_sel == 1'd1)? 1'd1 : 1'd0;
assign data_o_UV   = data_o_UV_r;
assign data_o_S   = data_o_S_r;
always@(*) begin
    case(state)
        STAND_BY:begin
            if(we == 1'd1) next_state = DATA_IN;
            else next_state = STAND_BY;
        end
        DATA_IN:begin
            if(start == 1'd1) next_state = CACULATION;
            else next_state = DATA_IN;
        end
        CACULATION:begin
            if(ready == 1'd1) next_state = READY;
            else next_state = CACULATION;
        end
        READY:begin
            if(oe == 1'd1) next_state = DATA_OUT;
            else next_state = READY;
        end
        DATA_OUT:begin
            if(finish == 1'd1) next_state = STAND_BY;
            else next_state = DATA_OUT;
        end
        default:next_state = state;
    endcase
end
always@(*) begin
    next_a0_i        = a0_i;
    next_a1_i        = a1_i;
    next_a2_i        = a2_i;
    next_a3_i        = a3_i;
    next_element_cnt = 3'd0;
    data_o_UV_r      = 8'd0;
    data_o_S_r       = 7'd0;
    case(state)
        DATA_IN:begin
            case(element_sel)
                INPUT_0: begin
                    if(output_bit_sel == 1'd0) begin
                        next_a0_i[4:0] = data_i;
                        next_element_cnt = element_cnt;
                    end
                    else begin
                        next_a0_i[9:5] = data_i;
                        next_element_cnt = element_cnt + 3'd1;
                    end
                end
                INPUT_1:begin
                    if(output_bit_sel == 1'd0) begin
                        next_a1_i[4:0] = data_i;
                        next_element_cnt = element_cnt;
                    end
                    else begin
                        next_a1_i[9:5] = data_i;
                        next_element_cnt = element_cnt + 3'd1;
                    end
                end
                INPUT_2:begin
                    if(output_bit_sel == 1'd0) begin
                        next_a2_i[4:0] = data_i;
                        next_element_cnt = element_cnt;
                    end
                    else begin
                        next_a2_i[9:5] = data_i;
                        next_element_cnt = element_cnt + 3'd1;
                    end
                end
                INPUT_3:begin 
                    if(output_bit_sel == 1'd0) begin
                        next_a3_i[4:0] = data_i;
                        next_element_cnt = element_cnt;
                    end
                    else begin
                        next_a3_i[9:5] = data_i;
                        next_element_cnt = element_cnt + 3'd1;
                    end
                end
            endcase
        end
        DATA_OUT:begin
            case(element_sel)
                OUTPUT_0: begin
                    if(output_bit_sel == 1'd0) begin
                        data_o_UV_r = u0[7:0];
                        data_o_S_r  = s0[6:0];
                    end
                    else begin
                        data_o_UV_r = v0[7:0];
                        data_o_S_r  = s0[13:7];
                    end
                end
                OUTPUT_1: begin
                    if(output_bit_sel == 1'd0) begin
                        data_o_UV_r = u1[7:0];
                        data_o_S_r  = s1[6:0];
                    end
                    else begin
                        data_o_UV_r = v1[7:0];
                        data_o_S_r  = s1[13:7];
                    end
                end
                OUTPUT_2: begin
                    if(output_bit_sel == 1'd0) begin
                        data_o_UV_r = u2[7:0];
                        data_o_S_r  = s2[6:0];
                    end
                    else begin
                        data_o_UV_r = v2[7:0];
                        data_o_S_r  = s2[13:7];
                    end
                end
                OUTPUT_3: begin
                    if(output_bit_sel == 1'd0) begin
                        data_o_UV_r = u3[7:0];
                        data_o_S_r  = s3[6:0];
                    end
                    else begin
                        data_o_UV_r = v3[7:0];
                        data_o_S_r  = s3[13:7];
                    end
                end
            endcase
        end
        default:begin
            next_a0_i        = a0_i;
            next_a1_i        = a1_i;
            next_a2_i        = a2_i;
            next_a3_i        = a3_i;
            next_element_cnt = 3'd0;
            data_o_UV_r      = 8'd0;
            data_o_S_r       = 7'd0;
        end
    endcase
end
always@(posedge clk or negedge rst) begin
	if(!rst) begin
        state          <= STAND_BY;
        start          <= 1'd0;
        element_cnt    <= 3'd0;
        output_bit_sel <= 1'd0;
        a0_i           <= 10'd0;
        a1_i           <= 10'd0;
        a2_i           <= 10'd0;
        a3_i           <= 10'd0;
	end
	else begin
        state          <= next_state;
        start          <= next_start;
        element_cnt    <= next_element_cnt;
        output_bit_sel <= next_output_bit_sel;
        a0_i           <= next_a0_i;
        a1_i           <= next_a1_i;
        a2_i           <= next_a2_i;
        a3_i           <= next_a3_i;
	end
end
endmodule
`timescale 1ns/10ps
module cordic(
	clk, 
	rst, 
	start,
	ready,
	A0, A1, A2, A3,
	U0, U1, U2, U3,
	S0, S1, S2, S3,  
	V0, V1, V2, V3
);
input                clk, rst, start;
input  signed [9:0]  A0, A1, A2, A3;  
output reg           ready;
wire                 ready_next;
output signed [13:0] S0, S1, S2, S3;   
output signed [7:0]  U0, U1, U2, U3, V0, V1, V2, V3;  
reg    signed [10:0] U[0:1][0:1],            
				     U_next[0:1][0:1],
				     V[0:1][0:1],
				     V_next[0:1][0:1];
reg    signed [17:0] S[0:1][0:1],            
				     S_next[0:1][0:1];
reg                  uv_count;
wire                 uv_count_next;
reg    		  [3:0]  i_count;
wire   		  [3:0]  i_count_next;
reg                  ref_count;
wire                 ref_count_next;
reg           [1:0]  state, 
                     state_next;
reg    signed [26:0] temp_S[0:1][0:1];
reg    signed [19:0] temp_U[0:1][0:1],
					 temp_V[0:1][0:1];
parameter UV_COUNT  = 1'd1;
parameter I_COUNT   = 4'd9;
parameter REF_COUNT = 1'd1;
parameter WAIT      = 2'd0;
parameter ROTATE    = 2'd1;
parameter MULTIPLY  = 2'd2;
parameter REFLECT   = 2'd3;
wire signed [17:0] KS  = 18'b0_0000_0000_010_111_100;
wire signed [10:0] KUV = 11'b0_0_100_110_101;
integer i, j;
assign uv_count_next  = (state == WAIT)? 1'd0: ~uv_count;
assign i_count_next   = (start == 1'd1 || (uv_count == UV_COUNT && i_count == I_COUNT))? 
                            4'd0: (uv_count == UV_COUNT)? i_count + 4'd1: i_count;
assign ref_count_next = (state == MULTIPLY && state_next == REFLECT)? 1'd0: ~ref_count;
assign ready_next = (start == 1'd1)? 1'd0: (state == REFLECT && ref_count == REF_COUNT)? 1'd1: ready;
assign S0 = S[0][0] >>> 4;
assign S1 = S[0][1] >>> 4;
assign S2 = S[1][0] >>> 4;
assign S3 = S[1][1] >>> 4;
assign U0 = U[0][0] >>> 3;
assign U1 = U[0][1] >>> 3;
assign U2 = U[1][0] >>> 3;
assign U3 = U[1][1] >>> 3;
assign V0 = V[0][0] >>> 3;
assign V1 = V[0][1] >>> 3;
assign V2 = V[1][0] >>> 3;
assign V3 = V[1][1] >>> 3;
always@(*) begin
	state_next = state;
	case(state)
		WAIT:     if(start == 1'd1) state_next = ROTATE;
		ROTATE:   if(uv_count == UV_COUNT && i_count == I_COUNT) state_next = MULTIPLY;
		MULTIPLY: state_next = REFLECT;
		REFLECT:  if(ref_count == REF_COUNT) state_next = WAIT;
	endcase
end
always@(*) begin
	S_next[0][0] = S[0][0];
	S_next[0][1] = S[0][1];
	S_next[1][0] = S[1][0];
	S_next[1][1] = S[1][1];
	U_next[0][0] = U[0][0];
	U_next[0][1] = U[0][1];
	U_next[1][0] = U[1][0];
	U_next[1][1] = U[1][1];
	V_next[0][0] = V[0][0];
	V_next[0][1] = V[0][1];
	V_next[1][0] = V[1][0];
	V_next[1][1] = V[1][1];
	case(state)
		WAIT: begin
			if(start == 1'd1) begin
				S_next[0][0] = $signed({ {2{A0[9]}}, A0[8:0], 7'b0 });
				S_next[0][1] = $signed({ {2{A1[9]}}, A1[8:0], 7'b0 });
				S_next[1][0] = $signed({ {2{A2[9]}}, A2[8:0], 7'b0 });
				S_next[1][1] = $signed({ {2{A3[9]}}, A3[8:0], 7'b0 });
				U_next[0][0] = 11'd512;
				U_next[0][1] = 11'd0;
				U_next[1][0] = 11'd0;
				U_next[1][1] = 11'd512;
				V_next[0][0] = 11'd512;
				V_next[0][1] = 11'd0;
				V_next[1][0] = 11'd0;
				V_next[1][1] = 11'd512;
			end
		end
		ROTATE: begin
		    if(uv_count == 1'd0 && S[1][0] != $signed(18'd0)) begin  
			    if(S[0][0][17] ^ S[1][0][17]) begin
				    S_next[0][0] = S[0][0] - (S[1][0] >>> i_count);
				    S_next[1][0] = S[1][0] + (S[0][0] >>> i_count);
				    S_next[0][1] = S[0][1] - (S[1][1] >>> i_count);
				    S_next[1][1] = S[1][1] + (S[0][1] >>> i_count);
				    U_next[0][0] = U[0][0] - (U[0][1] >>> i_count);
				    U_next[0][1] = U[0][1] + (U[0][0] >>> i_count);
				    U_next[1][0] = U[1][0] - (U[1][1] >>> i_count);
				    U_next[1][1] = U[1][1] + (U[1][0] >>> i_count);
				end
				else begin
				    S_next[0][0] = S[0][0] + (S[1][0] >>> i_count);
				    S_next[1][0] = S[1][0] - (S[0][0] >>> i_count);
				    S_next[0][1] = S[0][1] + (S[1][1] >>> i_count);
				    S_next[1][1] = S[1][1] - (S[0][1] >>> i_count);
				    U_next[0][0] = U[0][0] + (U[0][1] >>> i_count);
				    U_next[0][1] = U[0][1] - (U[0][0] >>> i_count);
				    U_next[1][0] = U[1][0] + (U[1][1] >>> i_count);
				    U_next[1][1] = U[1][1] - (U[1][0] >>> i_count);
				end
			end
			else if(uv_count == 1'd1 && S[0][1] != $signed(18'd0))begin
				if(S[0][0][17] ^ S[0][1][17]) begin  
				    S_next[0][0] = S[0][0] - (S[0][1] >>> i_count);
				    S_next[0][1] = S[0][1] + (S[0][0] >>> i_count);
				    S_next[1][0] = S[1][0] - (S[1][1] >>> i_count);
				    S_next[1][1] = S[1][1] + (S[1][0] >>> i_count);
				    V_next[0][0] = V[0][0] - (V[0][1] >>> i_count);
				    V_next[0][1] = V[0][1] + (V[0][0] >>> i_count);
				    V_next[1][0] = V[1][0] - (V[1][1] >>> i_count);
				    V_next[1][1] = V[1][1] + (V[1][0] >>> i_count);
				end
				else begin
				    S_next[0][0] = S[0][0] + (S[0][1] >>> i_count);
				    S_next[0][1] = S[0][1] - (S[0][0] >>> i_count);
				    S_next[1][0] = S[1][0] + (S[1][1] >>> i_count);
				    S_next[1][1] = S[1][1] - (S[1][0] >>> i_count);
				    V_next[0][0] = V[0][0] + (V[0][1] >>> i_count);
				    V_next[0][1] = V[0][1] - (V[0][0] >>> i_count);
				    V_next[1][0] = V[1][0] + (V[1][1] >>> i_count);
				    V_next[1][1] = V[1][1] - (V[1][0] >>> i_count);
				end
			end
		end
		MULTIPLY: begin
			temp_S[0][0] = KS * S[0][0];
			temp_S[0][1] = KS * S[0][1];
			temp_S[1][0] = KS * S[1][0];
			temp_S[1][1] = KS * S[1][1];
			temp_U[0][0] = KUV * U[0][0];
			temp_U[0][1] = KUV * U[0][1];
			temp_U[1][0] = KUV * U[1][0];
			temp_U[1][1] = KUV * U[1][1];
			temp_V[0][0] = KUV * V[0][0];
			temp_V[0][1] = KUV * V[0][1];
			temp_V[1][0] = KUV * V[1][0];
			temp_V[1][1] = KUV * V[1][1];
			S_next[0][0] = temp_S[0][0] >>> 9; 
			S_next[0][1] = temp_S[0][1] >>> 9; 
			S_next[1][0] = temp_S[1][0] >>> 9; 
			S_next[1][1] = temp_S[1][1] >>> 9; 
			U_next[0][0] = temp_U[0][0] >>> 9; 
			U_next[0][1] = temp_U[0][1] >>> 9; 
			U_next[1][0] = temp_U[1][0] >>> 9; 
			U_next[1][1] = temp_U[1][1] >>> 9; 
			V_next[0][0] = temp_V[0][0] >>> 9; 
			V_next[0][1] = temp_V[0][1] >>> 9; 
			V_next[1][0] = temp_V[1][0] >>> 9; 
			V_next[1][1] = temp_V[1][1] >>> 9; 
		end
		REFLECT: begin
			if(S[ref_count][ref_count][17] == 1'd1) begin
				S_next[0][ref_count] = $signed(~S[0][ref_count] + 18'd1);
				S_next[1][ref_count] = $signed(~S[1][ref_count] + 18'd1);
				V_next[0][ref_count] = $signed(~V[0][ref_count] + 11'd1);
				V_next[1][ref_count] = $signed(~V[1][ref_count] + 11'd1);
			end
		end
	endcase
end
always@(posedge clk or negedge rst) begin
	if(!rst) begin
		for(i = 0; i != 2; i = i + 1) begin
			for(j = 0; j != 2; j = j + 1) begin
				S[i][j] <= 18'd0;
				U[i][j] <= 11'd0;
				V[i][j] <= 11'd0;
			end
		end
		ready     <= 1'd1;
		uv_count  <= 1'd0;
		i_count   <= 4'd0;
		ref_count <= 1'd0;
		state     <= WAIT;
	end
	else begin
		for(i = 0; i != 2; i = i + 1) begin
			for(j = 0; j != 2; j = j + 1) begin
				S[i][j] <= S_next[i][j];
				U[i][j] <= U_next[i][j];
				V[i][j] <= V_next[i][j];
			end
		end
		ready     <= ready_next;
		uv_count  <= uv_count_next;
		i_count   <= i_count_next;
		ref_count <= ref_count_next;
		state     <= state_next;
	end
end
endmodule
```
**run.sh**
```bash
#!/bin/bash
# OpenROAD 26Q1-2900-gdf79404cd8, Yosys 0.63+post, stock flow scripts
make -C /OpenROAD-flow-scripts/flow DESIGN_CONFIG=/design/flow/config.mk WORK_HOME=/design/flow/orfs finish
```
==> flow_metrics.py <==
# Auto-generated metrics
metrics = {
    "floorplan": {
        "rows": 133,
        "core_area_um2": 131000,
        "die_h_um": 366,
        "floorplan.core_util": 0.403,
        "dieArea_um2": 134000,
        "floorplan.die.width_um": 366,
        "ioPinCount": 27,
    },
    "clocking": {
        "cts_buffers": 30,
        "postCtsHoldBufs": 0,
        "worstSkewPairLatency_ns": 0.66,
        "cts_buffer_depth": 3,
        "clock_sinks": 221,
        "cts_tree": "built",
        "cts.reportedPaths.clkPinSlew_ns": 0.05,
        "clk_tree_root_cell": "clkbuf_16",
        "post_cts_buffers": 0,
        "post_cts_resized": 0,
        "cts-htree-levels": 1,
    },
    "grt": {
        "globalRoute.busiestLayer": "met2",
        "antenna_found_initial": 4,
        "gr_usage_total": 0.275,
        "globalRoute.totalOverflow": 0,
        "grt_pass1_vias": 43157,
        "grt_util_met3": 0.0765,
        "use_met1": 0.388,
        "grt_first_pass_wirelength_um": 267000,
        "grt.met2_usage": 0.412,
        "pin_count_of_the_biggest_net_entering_global_routing": 109,
    },
    "logic_synthesis": {
        "yosys.area_share.adder": 0.345,
        "synth.distinct_cells": 106,
        "logic_family": "adder cells",
        "topCellsByArea": "ha_1, fa_1, dfrtp_1, xnor2_1, inv_1",
        "yosys.area.top_type_share": 0.183,
        "postSynthCellCount": 6045,
        "synth_seq_share": 0.105,
        "largest_area_contributor_in_the_netlist": "ha_1",
        "synthAoiAreaFrac": 0.162,
        "mux_area_frac": 0.102,
        "synth.cell_area_um2": 52900,
        "count_of_library_flops_with_an_enable_pin": 0,
        "synthXorXnorAreaFrac": 0.0899,
        "synth-main-ff-cell": "dfrtp_1",
        "yosys-stat-cells": 6045,
        "yosys_warnings": 11,
        "share_of_synthesized_cell_area_in_and_or_nand_and_nor_gates": 0.122,
        "async_reset_ff_frac": 1.00,
        "postSynthRegisterBits": 221,
        "yosys_stat_chip_area_um2": 52900,
        "syn-mean-instance-area_um2": 8.75,
    },
    "placed_design": {
        "io_buffer_count": 26,
        "detailedPlacementHpwl_um": 132000,
        "place_congestion": 1.01,
        "dpl_cell_area_um2": 55400,
        "place_worst_setup_slack_ns": 8.28,
    },
    "final_timing": {
        "setup_violation_total_in_the_final_timing_report": 0,
        "timing_max_transition_violations_final": 0,
        "setup_ws_ns": 8.07,
        "worst_pin_slew_ns": 1.05,
        "holdWs_ns": 0.487,
        "rsz0062_at_grt": "no",
        "setup_total_negative_slack_ns": 0,
        "timing.final.crit_period_ns": 10.13,
        "skew_ns": 0.0399,
        "timing.max_slew.rel_slack": 0.295,
        "min_period_over_period": 0.557,
        "final-hold-violation-count": 0,
        "highest_attainable_clock_frequency_mhz": 98.7,
    },
    "layout": {
        "finish.instance_area_um2": 56400,
        "drive_above_1_share": 0.0796,
        "comb_area_um2": 43600,
        "finalCoreUtilization": 0.430,
        "fillerInstances": 12623,
        "area_growth_pct": 6.71,
        "regArea_um2": 5560,
    },
    "routing": {
        "wirelength_um": 174000,
        "wl_per_cell_um": 22.3,
        "firstDrtPassIters": 6,
        "via_per_inst": 5.72,
        "number_of_design_rule_violations_left_by_the_first_detailed_router_iteration": 3491,
        "final_ant_viol_nets": 0,
        "detail_route.drc_violations": 0,
        "detailroute.via_count": 44450,
    },
    "worst_setup_path": {
        "worst_ep_required_time_ns": 14.56,
        "slowest_stage": "a21oi_1",
        "worst-path-max-fanout": 48,
        "worstPathCellList": "buf_2, buf_4, inv_1, nor2_1, buf_4, a22oi_1, nor2_1, o21ai_0, a21oi_1, clkdlybuf4s50_1",
        "worst-setup-path-type": "in -> out",
        "endpoint_kind_of_the_worst_setup_timing_path": "output pin",
        "crit_path_start_kind": "primary input",
        "crit_arrival_ns": 6.49,
        "critical_path.max_stage_delay_ns": 0.72,
    },
    "run": {
        "cap_violations": 0,
        "stage_log_warnings": 71,
    },
    "status": {
        "outcome": "complete, no violations",
    },
    "pwr": {
        "p_per_area_nw_per_um2": 185,
        "cellLeakagePower_uw": 0.0278,
        "vdd_drop_max_uv": 347,
    },
    "min_path": {
        "timing.hold.worst.class": "reg -> reg",
    },
}
-- cells in the final DEF (no fill, tap or decap), types with 71 or more instances in the layout --
master	synthesis	final
a21o_1	100	100
a21oi_1	398	398
a221oi_1	71	71
buf_4	10	151
dfrtp_1	218	208
fa_1	428	428
ha_1	773	773
inv_1	698	697
mux2_2	83	83
mux2i_1	141	141
mux4_2	98	98
nand2_1	458	458
nand3_1	96	96
nor2_1	436	435
nor3_1	105	105
o21ai_0	340	340
xnor2_1	353	351
xor2_1	190	188
-- where the power goes --
part | switching (uW) | internal, uW
sequential | 124 | 587
clock | 273 | 385
combinational | 5290 | 3790
total | 5690 | 4760
-- cells in the mapped netlist, types with 105 or more instances --
cell      count
xnor2_1     353
mux2i_1     141
dfrtp_1     218
nor3_1      105
a21oi_1     398
xor2_1      190
ha_1        773
o21ai_0     340
fa_1        428
nand2_1     458
inv_1       698
clkbuf_1    173
nor2_1      436
-- critical path: cells and delay by family --
family	cells	cell delay, ns
buffers and inverters	5	1.50
AND/OR/NAND/NOR	2	0.40
AND-OR/OR-AND	3	0.93
-- sequential cells by signal, summed over array words and instances, names as in the netlist, 3 cells and up --
signal and flops:
COR.S 72, COR.U 44, COR.V 44, a0_i 10, a1_i 10, a2_i 10, a3_i 10, state 5
COR.i_count 4, COR.state 4, element_cnt 3
-- final cells by class --
cell class                 count  share of cell area
inverter                     702              0.0467
clock buffer                  46              0.0161
tap                         1755              0.0389
multi-input combinational   4860               0.772
timing repair buffer         178              0.0250
clock inverter                10             0.00253
antenna                        2           0.0000887
sequential                   221              0.0985
-- logic make-up (layout without fill, tap and decap cells) --
logic type      after synthesis  count (layout)
compound gates             1356            1356
xor+xnor                    543             543
fa+ha+maj                  1201            1201
buf+inv                     964             936
flops                       221             221
mux                         355             355
other cells                   0               2
simple gates               1405            1405
-- routing by layer --
| layer | wire [um] | vias up |
|---|---|---|
| met5 | 57 | - |
| met4 | 8040 | 8 |
| met3 | 15500 | 329 |
| met2 | 76200 | 1755 |
| met1 | 73700 | 21307 |
| li1 | - | 21051 |
-- stage by stage --
stage	instances	total power, uW
6_report	7774	10500
4_1_cts	7772	10500
3_3_place_gp	7716	9680
5_1_grt	7772	11600
3_5_place_dp	7716	9720
2_1_floorplan	6045	7580
-- worst paths after layout --
| path | to | cells after the start | slack, ns | from |
|---|---|---|---|---|
| min in group asynchronous | COR.S[3][4] | 1 | 2.93 | rst |
| max in group asynchronous | output_bit_sel | 5 | 12.31 | rst |
| setup / recovery | data_o_S[6] | 10 | 8.07 | element_sel[1] |
| hold / removal | state[0] | 2 | 0.49 | state[0] |
| hold reg to reg | state[0] | 2 | 0.49 | state[0] |
| setup reg to reg | COR.S[2][16] | 21 | 10.57 | COR.i_count[0] |
Power is estimated from default activity; no workload was simulated.
