===== /design/flow/run.sh =====
#!/bin/bash
# OpenROAD 26Q1-2900-gdf79404cd8, Yosys 0.63+post, stock flow scripts
make -C /OpenROAD-flow-scripts/flow DESIGN_CONFIG=/design/flow/config.mk WORK_HOME=/design/flow/orfs finish

===== /design/flow/config.mk =====
export PLATFORM = sky130hd
export DESIGN_NAME = SVD
export DESIGN_NICKNAME = SVD
export VERILOG_FILES = /design/flow/design.v
export SDC_FILE = /design/flow/constraint.sdc
export NUM_CORES = 4
export LEC_CHECK = 1
export CORE_UTILIZATION = 50

===== /design/flow/constraint.sdc =====
current_design SVD

set clk_period 14.3
set clk_io_pct 0.2

create_clock -name clk0 -period $clk_period [get_ports {clk}]

set non_clock_inputs [all_inputs -no_clocks]
set_input_delay [expr $clk_period * $clk_io_pct] -clock clk0 $non_clock_inputs
set_output_delay [expr $clk_period * $clk_io_pct] -clock clk0 [all_outputs]

===== /design/flow/design.v =====
`timescale 1ns/10ps
module SVD (
    clk,
    rst,
    we,
    oe,
    data_i,
    element_sel,
    ready,
    data_o_UV,
    data_o_S
);
input                clk;
input                rst;
input                we;
input                oe;
input         [1:0]  element_sel;
input         [4:0]  data_i;
output reg           ready;
output        [7:0]  data_o_UV;
output        [6:0]  data_o_S;
parameter STAND_BY   = 3'd0;
parameter DATA_IN    = 3'd1;
parameter CACULATION = 3'd2;
parameter READY      = 3'd3;
parameter DATA_OUT   = 3'd4;
parameter INPUT_0    = 2'd0;
parameter INPUT_1    = 2'd1;
parameter INPUT_2    = 2'd2;
parameter INPUT_3    = 2'd3;
parameter OUTPUT_0   = 2'd0;
parameter OUTPUT_1   = 2'd1;
parameter OUTPUT_2   = 2'd2;
parameter OUTPUT_3   = 2'd3;
wire                 next_start;
wire                 next_output_bit_sel;
wire                 finish;
reg           [2:0]  state;
reg           [2:0]  next_state;
reg                  start;
reg                  output_bit_sel;
reg           [2:0]  element_cnt;
reg           [2:0]  next_element_cnt;
reg    signed [9:0]  a0_i;
reg    signed [9:0]  a1_i;
reg    signed [9:0]  a2_i;
reg    signed [9:0]  a3_i;
reg    signed [9:0]  next_a0_i;
reg    signed [9:0]  next_a1_i;
reg    signed [9:0]  next_a2_i;
reg    signed [9:0]  next_a3_i;
reg           [7:0]  data_o_UV_r;
reg           [6:0]  data_o_S_r;
wire   signed [13:0] S0, S1, S2, S3;         
wire   signed [7:0]  U0, U1, U2, U3;
wire   signed [7:0]  V0, V1, V2, V3;
reg    signed [10:0] U[0:1][0:1],            
                     U_next[0:1][0:1],
                     V[0:1][0:1],
                     V_next[0:1][0:1];
reg    signed [17:0] S[0:1][0:1],            
                     S_next[0:1][0:1];
reg                  uv_count;
wire                 uv_count_next;
reg           [3:0]  i_count;
wire          [3:0]  i_count_next;
reg                  ref_count;
wire                 ref_count_next;
reg           [1:0]  state_c, 
                     state_c_next;
reg    signed [26:0] temp_S[0:1][0:1];
reg    signed [19:0] temp_U[0:1][0:1],
                     temp_V[0:1][0:1];
parameter UV_COUNT  = 1'd1;
parameter I_COUNT   = 4'd9;
parameter REF_COUNT = 1'd1;
parameter WAIT      = 2'd0;
parameter ROTATE    = 2'd1;
parameter MULTIPLY  = 2'd2;
parameter REFLECT   = 2'd3;
wire signed [17:0] KS  = 18'b0_0000_0000_010_111_100;
wire signed [10:0] KUV = 11'b0_0_100_110_101;
integer i, j;
assign next_start  = (element_cnt == 3'd3 && next_element_cnt == 3'd4)? 1'd1 : 1'd0;
assign next_output_bit_sel = (state == DATA_OUT || state == DATA_IN)? ~output_bit_sel : 1'd0; 
assign finish = (state == DATA_OUT && element_sel == OUTPUT_3 && output_bit_sel == 1'd1)? 1'd1 : 1'd0;
assign data_o_UV   = data_o_UV_r;
assign data_o_S   = data_o_S_r;
always@(*) begin
    case(state)
        STAND_BY:begin
            if(we == 1'd1) next_state = DATA_IN;
            else next_state = STAND_BY;
        end
        DATA_IN:begin
            if(start == 1'd1) next_state = CACULATION;
            else next_state = DATA_IN;
        end
        CACULATION:begin
            if(ready == 1'd1) next_state = READY;
            else next_state = CACULATION;
        end
        READY:begin
            if(oe == 1'd1) next_state = DATA_OUT;
            else next_state = READY;
        end
        DATA_OUT:begin
            if(finish == 1'd1) next_state = STAND_BY;
            else next_state = DATA_OUT;
        end
        default:next_state = state;
    endcase
end
always@(*) begin
    next_a0_i        = a0_i;
    next_a1_i        = a1_i;
    next_a2_i        = a2_i;
    next_a3_i        = a3_i;
    next_element_cnt = 3'd0;
    data_o_UV_r      = 8'd0;
    data_o_S_r       = 7'd0;
    case(state)
        DATA_IN:begin
            case(element_sel)
                INPUT_0: begin
                    if(output_bit_sel == 1'd0) begin
                        next_a0_i[4:0] = data_i;
                        next_element_cnt = element_cnt;
                    end
                    else begin
                        next_a0_i[9:5] = data_i;
                        next_element_cnt = element_cnt + 3'd1;
                    end
                end
                INPUT_1:begin
                    if(output_bit_sel == 1'd0) begin
                        next_a1_i[4:0] = data_i;
                        next_element_cnt = element_cnt;
                    end
                    else begin
                        next_a1_i[9:5] = data_i;
                        next_element_cnt = element_cnt + 3'd1;
                    end
                end
                INPUT_2:begin
                    if(output_bit_sel == 1'd0) begin
                        next_a2_i[4:0] = data_i;
                        next_element_cnt = element_cnt;
                    end
                    else begin
                        next_a2_i[9:5] = data_i;
                        next_element_cnt = element_cnt + 3'd1;
                    end
                end
                INPUT_3:begin 
                    if(output_bit_sel == 1'd0) begin
                        next_a3_i[4:0] = data_i;
                        next_element_cnt = element_cnt;
                    end
                    else begin
                        next_a3_i[9:5] = data_i;
                        next_element_cnt = element_cnt + 3'd1;
                    end
                end
            endcase
        end
        DATA_OUT:begin
            case(element_sel)
                OUTPUT_0: begin
                    if(output_bit_sel == 1'd0) begin
                        data_o_UV_r = U0[7:0];
                        data_o_S_r  = S0[6:0];
                    end
                    else begin
                        data_o_UV_r = V0[7:0];
                        data_o_S_r  = S0[13:7];
                    end
                end
                OUTPUT_1: begin
                    if(output_bit_sel == 1'd0) begin
                        data_o_UV_r = U1[7:0];
                        data_o_S_r  = S1[6:0];
                    end
                    else begin
                        data_o_UV_r = V1[7:0];
                        data_o_S_r  = S1[13:7];
                    end
                end
                OUTPUT_2: begin
                    if(output_bit_sel == 1'd0) begin
                        data_o_UV_r = U2[7:0];
                        data_o_S_r  = S2[6:0];
                    end
                    else begin
                        data_o_UV_r = V2[7:0];
                        data_o_S_r  = S2[13:7];
                    end
                end
                OUTPUT_3: begin
                    if(output_bit_sel == 1'd0) begin
                        data_o_UV_r = U3[7:0];
                        data_o_S_r  = S3[6:0];
                    end
                    else begin
                        data_o_UV_r = V3[7:0];
                        data_o_S_r  = S3[13:7];
                    end
                end
            endcase
        end
        default:begin
            next_a0_i        = a0_i;
            next_a1_i        = a1_i;
            next_a2_i        = a2_i;
            next_a3_i        = a3_i;
            next_element_cnt = 3'd0;
            data_o_UV_r      = 8'd0;
            data_o_S_r       = 7'd0;
        end
    endcase
end
assign uv_count_next  = (state_c == WAIT)? 1'd0: uv_count + 1'b1;
assign i_count_next   = (start == 1'd1 || (uv_count == UV_COUNT && i_count == I_COUNT))? 
                            4'd0: (uv_count == UV_COUNT)? i_count + 4'd1: i_count;
assign ref_count_next = (state_c == MULTIPLY && state_c_next == REFLECT)? 1'd0: ~ref_count;
assign ready_next = (start == 1'd1)? 1'd0: (state_c == REFLECT && ref_count == REF_COUNT)? 1'd1: ready;
assign S0 = S[0][0] >>> 4;
assign S1 = S[0][1] >>> 4;
assign S2 = S[1][0] >>> 4;
assign S3 = S[1][1] >>> 4;
assign U0 = U[0][0] >>> 3;
assign U1 = U[0][1] >>> 3;
assign U2 = U[1][0] >>> 3;
assign U3 = U[1][1] >>> 3;
assign V0 = V[0][0] >>> 3;
assign V1 = V[0][1] >>> 3;
assign V2 = V[1][0] >>> 3;
assign V3 = V[1][1] >>> 3;
always@(*) begin
    state_c_next = state_c;
    case(state_c)
        WAIT:     if(start == 1'd1) state_c_next = ROTATE;
        ROTATE:   if(uv_count == UV_COUNT && i_count == I_COUNT) state_c_next = MULTIPLY;
        MULTIPLY: state_c_next = REFLECT;
        REFLECT:  if(ref_count == REF_COUNT) state_c_next = WAIT;
    endcase
end
always@(*) begin
    S_next[0][0] = S[0][0];
    S_next[0][1] = S[0][1];
    S_next[1][0] = S[1][0];
    S_next[1][1] = S[1][1];
    U_next[0][0] = U[0][0];
    U_next[0][1] = U[0][1];
    U_next[1][0] = U[1][0];
    U_next[1][1] = U[1][1];
    V_next[0][0] = V[0][0];
    V_next[0][1] = V[0][1];
    V_next[1][0] = V[1][0];
    V_next[1][1] = V[1][1];
    case(state_c)
        WAIT: begin
            if(start == 1'd1) begin
                S_next[0][0] = $signed({ {2{a0_i[9]}}, a0_i[8:0], 7'b0 });
                S_next[0][1] = $signed({ {2{a1_i[9]}}, a1_i[8:0], 7'b0 });
                S_next[1][0] = $signed({ {2{a2_i[9]}}, a2_i[8:0], 7'b0 });
                S_next[1][1] = $signed({ {2{a3_i[9]}}, a3_i[8:0], 7'b0 });
                U_next[0][0] = 11'd512;
                U_next[0][1] = 11'd0;
                U_next[1][0] = 11'd0;
                U_next[1][1] = 11'd512;
                V_next[0][0] = 11'd512;
                V_next[0][1] = 11'd0;
                V_next[1][0] = 11'd0;
                V_next[1][1] = 11'd512;
            end
        end
        ROTATE: begin
            if(uv_count == 1'd0 && S[1][0] != $signed(18'd0)) begin  
                if(S[0][0][17] ^ S[1][0][17]) begin
                    S_next[0][0] = S[0][0] - (S[1][0] >>> i_count);
                    S_next[1][0] = S[1][0] + (S[0][0] >>> i_count);
                    S_next[0][1] = S[0][1] - (S[1][1] >>> i_count);
                    S_next[1][1] = S[1][1] + (S[0][1] >>> i_count);
                    U_next[0][0] = U[0][0] - (U[0][1] >>> i_count);
                    U_next[0][1] = U[0][1] + (U[0][0] >>> i_count);
                    U_next[1][0] = U[1][0] - (U[1][1] >>> i_count);
                    U_next[1][1] = U[1][1] + (U[1][0] >>> i_count);
                end
                else begin
                    S_next[0][0] = S[0][0] + (S[1][0] >>> i_count);
                    S_next[1][0] = S[1][0] - (S[0][0] >>> i_count);
                    S_next[0][1] = S[0][1] + (S[1][1] >>> i_count);
                    S_next[1][1] = S[1][1] - (S[0][1] >>> i_count);
                    U_next[0][0] = U[0][0] + (U[0][1] >>> i_count);
                    U_next[0][1] = U[0][1] - (U[0][0] >>> i_count);
                    U_next[1][0] = U[1][0] + (U[1][1] >>> i_count);
                    U_next[1][1] = U[1][1] - (U[1][0] >>> i_count);
                end
            end
            else if(uv_count == 1'd1 && S[0][1] != $signed(18'd0))begin
                if(S[0][0][17] ^ S[0][1][17]) begin  
                    S_next[0][0] = S[0][0] - (S[0][1] >>> i_count);
                    S_next[0][1] = S[0][1] + (S[0][0] >>> i_count);
                    S_next[1][0] = S[1][0] - (S[1][1] >>> i_count);
                    S_next[1][1] = S[1][1] + (S[1][0] >>> i_count);
                    V_next[0][0] = V[0][0] - (V[0][1] >>> i_count);
                    V_next[0][1] = V[0][1] + (V[0][0] >>> i_count);
                    V_next[1][0] = V[1][0] - (V[1][1] >>> i_count);
                    V_next[1][1] = V[1][1] + (V[1][0] >>> i_count);
                end
                else begin
                    S_next[0][0] = S[0][0] + (S[0][1] >>> i_count);
                    S_next[0][1] = S[0][1] - (S[0][0] >>> i_count);
                    S_next[1][0] = S[1][0] + (S[1][1] >>> i_count);
                    S_next[1][1] = S[1][1] - (S[1][0] >>> i_count);
                    V_next[0][0] = V[0][0] + (V[0][1] >>> i_count);
                    V_next[0][1] = V[0][1] - (V[0][0] >>> i_count);
                    V_next[1][0] = V[1][0] + (V[1][1] >>> i_count);
                    V_next[1][1] = V[1][1] - (V[1][0] >>> i_count);
                end
            end
        end
        MULTIPLY: begin
            temp_S[0][0] = KS * S[0][0];
            temp_S[0][1] = KS * S[0][1];
            temp_S[1][0] = KS * S[1][0];
            temp_S[1][1] = KS * S[1][1];
            temp_U[0][0] = KUV * U[0][0];
            temp_U[0][1] = KUV * U[0][1];
            temp_U[1][0] = KUV * U[1][0];
            temp_U[1][1] = KUV * U[1][1];
            temp_V[0][0] = KUV * V[0][0];
            temp_V[0][1] = KUV * V[0][1];
            temp_V[1][0] = KUV * V[1][0];
            temp_V[1][1] = KUV * V[1][1];
            S_next[0][0] = temp_S[0][0] >>> 9; 
            S_next[0][1] = temp_S[0][1] >>> 9; 
            S_next[1][0] = temp_S[1][0] >>> 9; 
            S_next[1][1] = temp_S[1][1] >>> 9; 
            U_next[0][0] = temp_U[0][0] >>> 9; 
            U_next[0][1] = temp_U[0][1] >>> 9; 
            U_next[1][0] = temp_U[1][0] >>> 9; 
            U_next[1][1] = temp_U[1][1] >>> 9; 
            V_next[0][0] = temp_V[0][0] >>> 9; 
            V_next[0][1] = temp_V[0][1] >>> 9; 
            V_next[1][0] = temp_V[1][0] >>> 9; 
            V_next[1][1] = temp_V[1][1] >>> 9; 
        end
        REFLECT: begin
            if(S[ref_count][ref_count][17] == 1'd1) begin
                S_next[0][ref_count] = $signed(~S[0][ref_count] + 18'd1);
                S_next[1][ref_count] = $signed(~S[1][ref_count] + 18'd1);
                V_next[0][ref_count] = $signed(~V[0][ref_count] + 11'd1);
                V_next[1][ref_count] = $signed(~V[1][ref_count] + 11'd1);
            end
        end
    endcase
end
always@(posedge clk or negedge rst) begin
	if(!rst) begin
        state           <= STAND_BY;
        start           <= 1'd0;
        element_cnt     <= 3'd0;
        output_bit_sel  <= 1'd0;
        a0_i            <= 10'd0;
        a1_i            <= 10'd0;
        a2_i            <= 10'd0;
        a3_i            <= 10'd0;
        for(i = 0; i != 2; i = i + 1) begin
            for(j = 0; j != 2; j = j + 1) begin
                S[i][j] <= 18'd0;
                U[i][j] <= 11'd0;
                V[i][j] <= 11'd0;
            end
        end
        ready           <= 1'd1;
        uv_count        <= 1'd0;
        i_count         <= 4'd0;
        ref_count       <= 1'd0;
        state_c         <= WAIT;
	end
	else begin
        state           <= next_state;
        start           <= next_start;
        element_cnt     <= next_element_cnt;
        output_bit_sel  <= next_output_bit_sel;
        a0_i            <= next_a0_i;
        a1_i            <= next_a1_i;
        a2_i            <= next_a2_i;
        a3_i            <= next_a3_i;
        for(i = 0; i != 2; i = i + 1) begin
            for(j = 0; j != 2; j = j + 1) begin
                S[i][j] <= S_next[i][j];
                U[i][j] <= U_next[i][j];
                V[i][j] <= V_next[i][j];
            end
        end
        ready           <= ready_next;
        uv_count        <= uv_count_next;
        i_count         <= i_count_next;
        ref_count       <= ref_count_next;
        state_c         <= state_c_next;
	end
end
endmodule

==> metrics.csv <==
stage,metric,value,unit
grt,total track usage,34.5,%
drt,number of detailed-routing iterations run before antenna repair,6,
clocking,Clock Sink Count,221,
final_layout,final cell count without fillers,7460,
clocking,cell at the root of the clock tree,sky130_fd_sc_hd__clkbuf_16,
pwr,largest voltage drop on the vdd net,0.555,mV
final_layout,top logic cell by instance count in the layout,sky130_fd_sc_hd__ha_1,
grt,initial antenna violation count,0,
timing,tightest slew margin relative to the limit,35.0,%
logic_synthesis,Main synth FF type,sky130_fd_sc_hd__dfrtp_1,
logic_synthesis,synthesized area per cell,8.62,sq um
logic_synthesis,number of enable-type register cells in the synthesized netlist,0,
grt,overflow left after global routing,0,
grt,via count of the first global-routing pass,43542,
drt,via count,44750,
logic_synthesis,Post-Synthesis Cell Area,52900,sq um
hold_path,path category of the worst min-delay check,flip-flop to flip-flop,
setup_path,crit start category,primary input,
clocking,CTS tree,yes,
drt,First DRT Iteration DRCs,3218,
pwr,proportion of total power due to net switching,55.0,%
setup_path,Max Fanout on Critical Path,48,
timing,final critical-path required period,9320,ps
logic_synthesis,# Cells Yosys,6135,
setup_path,cell seen most often among critical-path stages,sky130_fd_sc_hd__a21oi_1,
pwr,cell-internal power,6.25,mW
logic_synthesis,share of the synthesized netlist area taken by xor and xnor gates,9.07,%
floorplan,row cnt,118,
clocking,number of H-tree levels,1,
floorplan,floorplan-stage core utilization,50.7,%
logic_synthesis,unique cell type count in the Yosys netlist,103,
placement,DPL Wire Length,133,mm
placement,placed insts,7404,
timing,Layout Skew,14.9,ps
placement,RePlAce Congestion,1.02,
floorplan,die footprint,107000,sq um
final_layout,final core utilization,53.6,%
final_layout,growth of design area from synthesis to finish,5.69,%
timing,Final Max-Slew Violation Tally,0,
logic_synthesis,synthesis warning total,11,
logic_synthesis,"area share, top type",18.4,%
clocking,number of setup buffers added after CTS,0,
pwr,switching power,7.65,mW
timing,final number of hold-violating endpoints,0,
clocking,maximum buffer depth of the clock tree,3,
clocking,cts-stage hold buffer count,0,
setup_path,crit end category,primary output,
pwr,total power divided by cell area,249,nW/um^2
logic_synthesis,biggest area consumer among synthesized cells,sky130_fd_sc_hd__ha_1,
timing,setup repair after global routing missed its margin,false,
setup_path,arrival time reported for the critical path endpoint,6460,ps
floorplan,horizontal die size,327,um
logic_synthesis,mux contribution to synthesized area,9.77,%
setup_path,Crit path largest cell delay,850,ps
drt,Remaining DRCs,0,
drt,routed len/inst,23.3,um
final_layout,"commonest cells after routing, fill and taps aside","776 x sky130_fd_sc_hd__ha_1, 692 x sky130_fd_sc_hd__inv_1, 494 x sky130_fd_sc_hd__nor2_1",
pwr,combinational share of power,87.5,%
clocking,Worst-path clk slew,60,ps
grt,wire length of the first global-routing pass,268,mm
pwr,static leakage,28.1,nW
clocking,clock latency on the worst-skew pair,640,ps
logic_synthesis,number of instances in the synthesized netlist,6135,
timing,upper clock frequency limit,107,MHz
logic_synthesis,#FFs+latches synth,221,
pwr,share of total power in the clock network,5.8,%
pwr,part of the total power dissipated in sequential elements,6.7,%
final_layout,proportion of layout cells with a drive suffix above 1,7.70,%
logic_synthesis,top cells by area,"sky130_fd_sc_hd__ha_1 18%, sky130_fd_sc_hd__fa_1 16%, sky130_fd_sc_hd__dfrtp_1 10%",
drt,number of antenna-violating nets in the routed design,0,
timing,total negative setup slack,0,ps
timing,# setup viols final,0,
floorplan,core area,104000,sq um
timing,worst slew pin tran,971,ps
drt,number of vias per cell after detailed routing,6.00,
placement,number of buffers inserted by port buffering,26,
clocking,CTS Buf Count,30,
flow_run,total of max-cap violations,0,
grt,pin count of the biggest net entering global routing,93,
floorplan,ports placed on the boundary,27,
status,outcome,finished clean,
setup_path,Crit-path slowest cell,sky130_fd_sc_hd__nor2_1,
logic_synthesis,asr flop ratio synth,100,%
logic_synthesis,sequential cell area fraction in the yosys report,10.5,%
drt,post-detailed-routing wire length,174,mm
floorplan,die extent in y,327,um
clocking,quantity of gates resized following cts,0,
flow_run,OpenROAD warning count,68,
logic_synthesis,yosys stat area,52900,sq um
logic_synthesis,"share of synthesized cell area in full adder, half adder and majority cells",34.6,%
logic_synthesis,fraction of the mapped netlist area in compound gates,16.2,%
logic_synthesis,Post-Synth Simple-Gate Area,12.6,%
setup_path,CP Class,primary input to primary output,
timing,Fin Hold WS,488,ps
timing,cycle use final,65.2,%
setup_path,worst path required time,11440,ps
setup_path,cell breakdown of the critical path,"buf_2, buf_4, inv_1, nor2_1, a221oi_1, a21oi_1, a21oi_1, a311oi_1, clkdlybuf4s50_1",
logic_synthesis,Dominant comb cell,adder cells,
## per-layer routing
layer / share of wire, % / global-route usage, % / routed length (um) / vias up
met5: 0 / 0 / 0 / -
met2: 46 / 53.5 / 79400 / 1640
met1: 42 / 48.7 / 72300 / 21537
met4: 5.2 / 14.0 / 9050 / 0
li1: - / - / - / 21202
met3: 7.7 / 7.09 / 13300 / 371
## final timing paths
| kind | to | start | slack, ps | cells past startpoint |
|---|---|---|---|---|
| worst max-delay path | data_o_S[2] | element_sel[0] | 4980 | 9 |
| worst min-delay path | state[0] | state[0] | 490 | 2 |
| worst max register to register | S[1][17] | i_count[1] | 6130 | 27 |
| worst min register to register | state[0] | state[0] | 490 | 2 |
| max in group asynchronous | U[3][5] | rst | 9790 | 4 |
| min in group asynchronous | S[1][10] | rst | 2180 | 1 |
## stage by stage
stage | area [sq um] | power, mW | setup slack, ps
3_5_place_dp | 54900 | 12.9 | 5130
4_1_cts | 55900 | 13.8 | 5100
3_3_place_gp | 54900 | 12.9 | 5070
6_report | 55900 | 13.9 | 4980
2_1_floorplan | 52900 | 10.0 | 7240
5_1_grt | 55900 | 15.4 | 4970
## critical path, delay by kind of cell
family	cells	cell delay, ps
AOI/OAI and AO/OA	4	990
buffers and inverters	4	1720
and+or+nand+nor	1	850
## synthesized netlist by cell type, drive strengths merged (9+ instances only)
library cell and count:
a211oi 31, nand3 86, inv 696, nor3 91, buf 98, nand3b 9
nor4 9, mux2 78, a21boi 27, o21ai 328, nor3b 16, o31ai 29
o22ai 37, mux4 99, a22oi 18, nor2b 53, a22o 11, clkbuf 179
or3 31, and2 49, nor2 496, dfrtp 218, a222oi 10, a31oi 49
ha 776, a21o 78, fa 428, a31o 17, xnor2 358, nand2b 54
o21bai 42, a221oi 83, a21oi 410, o211a 10, a41oi 10, o21a 40
or2 24, mux2i 205, o211ai 30, nand2 453, xor2 187, nand4 20
and3 37
## state kept, by name, indices dropped and copies added (netlist names)
signal          cells
state               5
a3_i               10
V                  44
ref_count           1
ready               1
a1_i               10
S                  72
uv_count            1
output_bit_sel      1
i_count             4
a2_i               10
state_c             4
U                  44
a0_i               10
element_cnt         3
start               1
## logic make-up after synthesis
group | Yosys count
buf+inv | 978
xor+xnor | 546
simple gates | 1452
flops | 221
mux | 382
fa+ha+maj | 1204
compound gates | 1352
## cell type report
cell class / instances / area, sq um
Fill cell: 9532 / 48400
Multi-Input combinational cell: 4936 / 43600
Sequential cell: 221 / 5560
Inverter: 701 / 2630
Tap cell: 1380 / 1730
Timing Repair Buffer: 166 / 1320
Clock buffer: 38 / 842
Clock inverter: 17 / 166
Antenna cell: 1 / 2.50
## power by group through the flow
stage | Sequential [mW] | Clock (mW) | Combinational [mW]
CTS | 0.931 | 0.821 | 12.1
finish | 0.936 | 0.803 | 12.2
global route | 0.950 | 0.837 | 13.6
Power and IR drop assume default switching activity.
